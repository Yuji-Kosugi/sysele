File: design/flow/config.mk
export PLATFORM = sky130hd
export DESIGN_NAME = qam16_inv
export DESIGN_NICKNAME = qam16_inv
export VERILOG_FILES = /design/flow/design.v
export SDC_FILE = /design/flow/constraint.sdc
export NUM_CORES = 4
export LEC_CHECK = 1
export CORE_AREA = 10 10 70 70
export DIE_AREA = 0 0 80 80
File: design/flow/constraint.sdc
current_design qam16_inv

set clk_period 1.0
set clk_io_pct 0.2

create_clock -name clk0 -period $clk_period [get_ports {CLK}]

set non_clock_inputs [all_inputs -no_clocks]
set_input_delay [expr $clk_period * $clk_io_pct] -clock clk0 $non_clock_inputs
set_output_delay [expr $clk_period * $clk_io_pct] -clock clk0 [all_outputs]
File: design/flow/design.v
module qam16_inv
  (
   input               CLK,
   input               RST,
   input               valid_i,
   input signed [10:0] ar,
   input signed [10:0] ai,
   output reg             valid_x,
   output reg [3:0]        x
   );
  always @(posedge CLK or negedge RST) begin
    if (RST == 1'b0) begin
      valid_x <= 1'b0;
    end else if (valid_i == 1'b1) begin
      valid_x <= 1'b1;
      if (ar >= 16 && ai >= 16) begin
        x <= 4'b0000;
      end else if (ar >= 16 && ai >= 0 && ai < 16) begin
        x <= 4'b0001;
      end else if (ar >= 0 && ar < 16 && ai > 16) begin
        x <= 4'b0010;
      end else if (ar >= 0 && ar < 16 && ai >= 0 && ai < 16) begin
        x <= 4'b0011;
      end else if (ar >= 16 && ai < -16) begin
        x <= 4'b0100;
      end else if (ar >= 16 && ai >= -16 && ai < 0) begin
        x <= 4'b0101;
      end else if (ar >= 0 && ar < 16 && ai < -16) begin
        x <= 4'b0110;
      end else if (ar >= 0 && ar < 16 && ai >= -16 && ai < 0) begin
        x <= 4'b0111;
      end else if (ar < -16 && ai >= 16) begin
        x <= 4'b1000;
      end else if (ar < -16 && ai >= 0 && ai < 16) begin
        x <= 4'b1001;
      end else if (ar >= -16 && ar < 0 && ai >= 16) begin
        x <= 4'b1010;
      end else if (ar >= -16 && ar < 0 && ai >= 0 && ai < 16) begin
        x <= 4'b1011;
      end else if (ar < -16 && ai < -16) begin
        x <= 4'b1100;
      end else if (ar < -16 && ai >= -16 && ai < 0) begin
        x <= 4'b1101;
      end else if (ar >= -16 && ar < 0 && ai < -16) begin
        x <= 4'b1110;
      end else if (ar >= -16 && ar < 0 && ai >= -16 && ai < 0) begin
        x <= 4'b1111;
      end
    end else if (valid_i == 1'b0) begin
      valid_x <= 1'b0;
    end
  end
endmodule
File: design/flow/run.sh
#!/bin/bash
# OpenROAD 26Q1-2900-gdf79404cd8, Yosys 0.63+post, stock flow scripts
make -C /OpenROAD-flow-scripts/flow DESIGN_CONFIG=/design/flow/config.mk WORK_HOME=/design/flow/orfs finish
==> results_dict.tcl <==
# yosys + openroad results
set metrics [dict create \
    status "finished with violations" \
    violations "negative setup slack" \
    grt_max_degree 5 \
    rows 21 \
    fin_ws_ps -116.1 \
    rsz0062_at_grt "true" \
    holdWs_ps 229.9 \
    cts_tree "built" \
    synthToLayoutAreaGrowth_pct 145.8 \
    drv_cap 0 \
    p_per_area_nw_per_um2 907.5 \
    leakage_uw 0.0002620 \
    ys_cells 26 \
    hold_viol 0 \
    worst_slew_pin_slew_ps 227.7 \
    crit_type "in2reg" \
    slew_viol_final 0 \
    cp-end-kind "register" \
    ctsHoldBuffers 0 \
    overflow 0 \
    yosys.stat.seqShare_pct 53.70 \
    numCtsBuffers 3 \
    fill_cells 390 \
    antenna_found_initial 0 \
    wl_um 1183 \
    numClockSinks 5 \
    ios 30 \
    io_buffer_count 25 \
    hold_path.class "in2async" \
    grt_pass1_wl_um 1835 \
    ys_ff 5 \
    coreArea_um2 3416 \
    htree_levels 1 \
    cts_root_buffer "clkbuf_4" \
    ir_worst_vdd_mv 0.3726 \
    vias 389 \
    ys_warn_count 1 \
    die-area_um2 6400 \
    fmax_ghz 0.8960 \
    syn-cell-area_um2 270.3 \
    drt_iter0_drc 17 \
    period_used_pct 111.6 \
    crit_path_start_kind "input pin" \
    synth_cells 26 \
    first_pass_iters 4 \
    ys_types 14 \
    clk_pin_slew_ps 50 \
    log.warning_count 32 \
    place.gp.congestion 0.7144 \
    die_x_um 80 \
    layout_min_cycle_time_ps 1116 \
    crit_fanout 3 \
    setup_viol 7 \
    wl_per_cell_um 10.66 \
    post-place-ws_ps -688.2 \
    drtAntennaViolNets 0 \
    worstPathArrival_ps 1200 \
    drive_above_1_share_pct 53.85 \
    drc_errors 0 \
    dp_hpwl_um 944.1 \
    synth_area_per_cell_um2 10.39 \
    grt_pass1_vias 416 \
    diodes 0 \
    ctsLongestPathBuffers 2 \
    yosysChipArea_um2 270.3 \
    fp_util_pct 7.912 \
    via_per_inst 3.505 \
    worstPathRequired_ps 1090 \
    die-height_um 80 \
    track_usage_pct 3.583 \
    slew_headroom_pct 84.71 \
]
-- cells in the final DEF (no fill, tap or decap) --
cell             netlist  layout
clkbuf_4               0       3
clkbuf_2               0       4
nor4_4                 0       2
nand3b_1               1       1
nand4_1                3       3
dlygate4sd2_1          0       6
mux2i_1                1       1
nand3_1                2       2
clkdlybuf4s50_1        0       2
nor4_2                 1       1
buf_6                  0       2
o22a_1                 1       1
nor2_1                 4       1
nor2_4                 0       2
o21bai_1               1       1
nor2_2                 0       1
nand2_1                3       3
clkinv_2               0       1
edfxtp_1               4       4
clkdlybuf4s15_2        0       1
o21ai_0                1       1
buf_2                  0       8
clkdlybuf4s15_1        0       2
or2_1                  1       1
buf_4                  0      10
dfrtp_1                1       1
-- cell families (layout without fill, tap and decap cells) --
family | count (synthesis) | count (layout) | synth area share, %
buf+inv | 0 | 39 | 0
mux | 1 | 1 | 3.704
compound gates | 3 | 3 | 7.870
simple gates | 17 | 17 | 34.72
flops | 5 | 5 | 53.70
-- metrics by stage --
| step | total power (µW) | std cells | TNS (ps) | utilization, % | area, µm² |
|---|---|---|---|---|---|
| 4_1_cts | 614.4 | 111 | -233.2 | 19.56 | 668.1 |
| 3_3_place_gp | 393.4 | 102 | -4654 | 18.53 | 633.1 |
| 5_1_grt | 655.6 | 111 | -688.7 | 19.45 | 664.4 |
| 2_1_floorplan | 261.0 | 26 | -457.6 | - | 287.8 |
| 6_report | 602.9 | 111 | -458.7 | 19.45 | 664.4 |
| 3_5_place_dp | 396.0 | 102 | -4983 | 18.53 | 633.1 |
-- layer usage --
metal / part of all wire [%] / vias to the layer above / global-route usage, %
met5: 0 / - / 0
met4: 3.5 / 0 / 1.408
met3: 19 / 2 / 3.523
met2: 27 / 30 / 3.210
met1: 50 / 173 / 5.054
li1: - / 184 / -
-- what timing repair did --
item	CTS	global route
pin swaps	9	8
setup buffers	5	0
endpoints found under the setup margin	13	9
gates resized	60	8
-- Yosys cell counts (all sizes together) --
cell type / instances / area, µm²
edfxtp: 4 / 120.1
nand3b: 1 / 7.510
dfrtp: 1 / 25.02
or2: 1 / 6.260
o22a: 1 / 8.760
nor4: 3 / 25.02
o21ai: 1 / 5.000
o21bai: 1 / 7.510
nand2: 3 / 11.26
mux2i: 1 / 10.01
nor2: 4 / 15.01
nand3: 2 / 10.01
nand4: 3 / 18.77
-- critical path: stages --
cell,delay (ps)
buf_6,100
nor4_4,280
nand4_1,250
buf_4,210
o21bai_1,160
-- state kept, by name (all words and copies together) (netlist names) --
| signal | flops |
|---|---|
| x | 4 |
| valid_x | 1 |
-- worst max-delay path by stage --
stage                 start   end  slack, ps  cells past startpoint
after CTS             ai[8]  x[1]        -60                      5
after global routing  ai[8]  x[3]       -150                      5
final                 ai[8]  x[3]       -120                      5
-- report_power, final --
part	internal (µW)	switching [µW]	total (µW)
combinational	81.1	52.3	133
clock	145	84.0	229
sequential	238	2.49	241
total	464	139	603
-- layout make-up --
| class | instances | area (µm²) | area share [%] |
|---|---|---|---|
| Sequential cell | 5 | 145.1 | 21.85 |
| Clock buffer | 3 | 22.52 | 3.390 |
| Clock inverter | 1 | 5.005 | 0.7533 |
| Timing Repair Buffer | 35 | 261.5 | 39.36 |
| Tap cell | 46 | 57.56 | 8.663 |
| Multi-Input combinational cell | 21 | 172.7 | 25.99 |
Power and IR drop assume default switching activity.
